==> ./design.v <==
`timescale 1ns / 1ps
module canvas(input logic clk,
              input logic reset,
              input logic[2:0]sw,
              input logic BTNU,
              input logic BTND,
              input logic BTNR,
              input logic BTNL,
              input logic BTNC,
              input logic Brush,
              output logic hsync,
              output logic vsync,
              output logic[11:0] rgb);
logic video_on;
logic Pclk;
logic[9:0] x,y;
logic[9:0] cursor_x;
logic[9:0] cursor_y;
localparam SCREEN_WIDTH  = 640;
localparam SCREEN_HEIGHT = 480;
localparam CURSOR_SIZE = 3;
logic [9:0] next_cursor_x, next_cursor_y;
logic[2:0] array[40][30];
logic[2:0] inpcolor;
logic[11:0] rgb_reg;
logic write_en = 0;
initial begin
        for (int i = 0; i < 40; i++) begin
            for (int j = 0; j < 30; j++) begin
                array[i][j] = 3'b111;  
            end
        end
    end
always_ff @(posedge clk or posedge reset) begin
        if (reset) begin
            cursor_x <= SCREEN_WIDTH / 2;   
            cursor_y <= SCREEN_HEIGHT / 2;  
        end else begin
            cursor_x <= next_cursor_x;
            cursor_y <= next_cursor_y;
        end
    end
 logic [19:0] move_count;   
logic move_tick;
always_ff @(posedge clk or posedge reset) begin
    if (reset) begin
        move_count <= 0;
    end else if (move_count == 20'd999_999) begin
        move_count <= 0;
    end else if (BTNU || BTND || BTNL || BTNR) begin
        move_count <= move_count + 1;
    end
end
always_comb begin
inpcolor <= sw;
end
assign move_tick = (move_count == 20'd999_999);
    always_comb begin
    next_cursor_x = cursor_x;
    next_cursor_y = cursor_y;
    if (move_tick) begin
        if (BTNU && cursor_y > 0)
            next_cursor_y = cursor_y - 1;
        if (BTND && cursor_y < SCREEN_HEIGHT - 1)
            next_cursor_y = cursor_y + 1;
        if (BTNL && cursor_x > 0)
            next_cursor_x = cursor_x - 1;
        if (BTNR && cursor_x < SCREEN_WIDTH - 1)
            next_cursor_x = cursor_x + 1;
    end
end
always_ff @(posedge clk)begin
if(BTNC)begin
write_en = 1;
if(Brush)begin
for(int i = 1;i>=-1;i--)begin
    for(int c = 1;c>=-1;c--)begin
    array[cursor_x/16 + i][cursor_y/16 + c] <= inpcolor;
   end
 end
 end else begin
 array[cursor_x/16][cursor_y/16] <= inpcolor;
 end
write_en = 0;
end
end
vga_sync sync_unit(
    .clk (clk),
    .reset(reset),
    .hsync (hsync),
    .vsync(vsync),
    .video_en(video_on),
    .Pclk(Pclk),
    .x (x),
    .y(y)
  );
  always_ff @(posedge Pclk or posedge reset) begin
    if (reset) begin
      rgb_reg <= 12'b0;
    end else if (video_on) begin
      if (((x == cursor_x) && ((y >= cursor_y - 5) && (y <= cursor_y + 5))) ||  
          ((y == cursor_y) && ((x >= cursor_x - 5) && (x <= cursor_x + 5))))  
        rgb_reg <= 12'b0000_0000_0000;  
      else begin
        if(~write_en)begin
        rgb_reg[11:9] <= array[x/16][y/16]; 
        rgb_reg[8:6] <= array[x/16][y/16];
        rgb_reg[5:3] <= array[x/16][y/16];
        rgb_reg[2:0] <= array[x/16][y/16];
        end
     end
     end else
      rgb_reg <= 12'b0;  
    end
  assign rgb = rgb_reg;
endmodule
module vga_sync(input logic clk,
                    input logic reset,
                    output logic hsync,
                    output logic vsync,
                    output logic video_en,
                    output logic Pclk,
                    output logic[9:0] x,
                    output logic[9:0] y
                    );
parameter HD = 640;  
parameter HF = 16;   
parameter HB = 48;   
parameter HR = 96;   
parameter HMax = HD + HF + HB + HR - 1;
parameter VD = 480;  
parameter VF = 10;   
parameter VB = 33;   
parameter VR = 2;    
parameter VMax = VD + VF + VB + VR - 1;
parameter SQUARE_SIZE = 80;
logic[1:0] pixel_next;
logic[1:0] pixel_reg;
logic pixel_tick;
    always_ff @ (posedge clk or posedge reset)begin
    if(reset)
        pixel_reg <= 0;
        else
        pixel_reg <= pixel_next;
    end
  assign pixel_next = pixel_reg + 1;
  assign pixel_tick = (pixel_reg == 0);
  logic[9:0]h_count,h_count_next;
  logic[9:0]v_count,v_count_next;
  logic vsync_register,hsync_register;
  logic vsync_next,hsync_next; 
always_ff @(posedge clk or posedge reset) begin
    if (reset) begin
        h_count <= 0;
        v_count <= 0;
        vsync_register <= 0;
        hsync_register <= 0;
        end else begin 
        v_count <= v_count_next;
        h_count <= h_count_next;
        vsync_register <= vsync_next;
        hsync_register <= hsync_next;
       end
     end
always_comb begin
    if(pixel_tick) begin
        if(h_count == HMax)
        h_count_next = 0;
    else 
       h_count_next = h_count + 1;
     end else begin
     h_count_next = h_count; 
     end
   if(pixel_tick && h_count == HMax)begin 
        if(v_count == VMax)
            v_count_next = 0;
         else
            v_count_next = v_count + 1;
     end else begin 
            v_count_next = v_count;
         end
      end     
      assign hsync_next = (h_count >= HD + HF) && (h_count <= HD + HF + HR);
      assign vsync_next = (v_count >= VD + VF) && (v_count <= VD + VF + VR);
      assign video_en = (h_count < HD) && (v_count < VD);
      assign hsync = hsync_register;
      assign vsync = vsync_register;
      assign x = h_count;
      assign y = v_count;
      assign Pclk = pixel_tick;
endmodule
==> ./run.sh <==
#!/bin/bash
# OpenROAD 26Q1-2900-gdf79404cd8, Yosys 0.63+post, stock flow scripts
make -C /OpenROAD-flow-scripts/flow DESIGN_CONFIG=/design/flow/config.mk WORK_HOME=/design/flow/orfs finish
==> ./config.mk <==
export PLATFORM = sky130hd
export DESIGN_NAME = canvas
export DESIGN_NICKNAME = canvas
export VERILOG_FILES = /design/flow/design.v
export SDC_FILE = /design/flow/constraint.sdc
export NUM_CORES = 4
export LEC_CHECK = 1
export CORE_UTILIZATION = 30
==> ./constraint.sdc <==
current_design canvas

set clk_period 71.3
set clk_io_pct 0.2

create_clock -name clk0 -period $clk_period [get_ports {clk}]

set non_clock_inputs [all_inputs -no_clocks]
set_input_delay [expr $clk_period * $clk_io_pct] -clock clk0 $non_clock_inputs
set_output_delay [expr $clk_period * $clk_io_pct] -clock clk0 [all_outputs]
==> flow_metrics.env <==
# physical design summary
export IMPL_status="aborted with a tool error"
export IMPL_haltStage="global routing"
export IMPL_tool_error="[ERROR GRT-0116] Global routing finished with congestion. Check the congestion regions in the DRC Viewer."
export IMPL_port_buffers=24
export IMPL_ys_cells=19425
export IMPL_synth_area_top_cells="edfxtp_1 49%, mux4_2 9.8%, o22ai_1 5.7%, nand2_1 3.1%, o221ai_1 2.8%"
export IMPL_edf_count=3600
export IMPL_unclocked_regs=3
export IMPL_first_global_vias=328968
export IMPL_synth_seq_share=0.499
export IMPL_row_count=314
export IMPL_avgSynthCellArea_um2=11.3
export IMPL_grt_pass1_wl_um=4530000
export IMPL_dp_cells=30764
export IMPL_synth_area_mm2=0.220
export IMPL_postCtsSetupBuffers=0
export IMPL_ios=25
export IMPL_netlist_instances=19425
export IMPL_hold_buffers=0
export IMPL_cts_resized=0
export IMPL_clock_path_buffers=4
export IMPL_synthFlopType="edfxtp_1"
export IMPL_synth_area_leader_cell="edfxtp_1"
export IMPL_yosysUniqueCellTypes=111
export IMPL_gp_congestion=2.01
export IMPL_dp_final_hpwl_um=2150000
export IMPL_fp_util=0.301
export IMPL_ys_warn_count=2
export IMPL_synth_top_area_share=0.491
export IMPL_ys_area_mm2=0.220
export IMPL_async_flop_share=0.0183
export IMPL_cts_max_level=5
export IMPL_die_size_y_um=859
export IMPL_placed_area_mm2=0.255
export IMPL_track_usage=0.995
export IMPL_gr_total_overflow=64074
export IMPL_unconstrained_endpoints=15
export IMPL_grt_max_degree=135
export IMPL_ys_ff=3667
export IMPL_cts_root_buffer="clkbuf_16"
export IMPL_cts_made_buffers=372
export IMPL_die_w_um=859
-- metrics by stage --
step           worst slack, ns  hold WS, ns  power, uW
4_1_cts                  51.58        0.408       4420
3_5_place_dp             50.54        0.400       2490
3_3_place_gp             50.41        0.409       2490
2_1_floorplan            54.64        0.386       2440
-- kinds of logic after synthesis --
group | count (synthesis) | share of synthesized area
DFF | 3667 | 0.499
AOI/OAI and AO/OA | 7335 | 0.240
muxes | 1135 | 0.106
xor gates and xnor gates | 227 | 0.00969
and+or+nand+nor | 4582 | 0.0888
adders and majority gates | 253 | 0.0159
buffers and inverters | 2226 | 0.0412
-- Yosys cell counts (149+ instances only) --
cell,instances
o221ai_1,715
mux4_2,955
ha_1,208
nand3_1,251
a22oi_1,558
nand2_1,1837
buf_2,359
a221oi_1,423
clkbuf_1,1527
o21ai_0,739
o32ai_1,149
nor3_1,448
a222oi_1,566
edfxtp_1,3600
a21oi_1,746
inv_1,154
nor2_1,1553
mux2i_1,167
a211oi_1,291
o22ai_1,2015
-- per-layer routing --
metal / GRT usage / GRT overflow
met5: 0.860 / 966
met4: 0.881 / 7231
met3: 0.949 / 10064
met2: 1.11 / 30396
met1: 0.985 / 15417
No activity file was given, so power comes from the tool's default toggle rates.
